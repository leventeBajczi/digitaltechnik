--- flow/config.mk ---
export PLATFORM = sky130hd
export DESIGN_NAME = HF1
export DESIGN_NICKNAME = HF1
export VERILOG_FILES = /design/flow/design.v
export SDC_FILE = /design/flow/constraint.sdc
export NUM_CORES = 4
export LEC_CHECK = 1
export CORE_AREA = 10 10 70 70
export DIE_AREA = 0 0 80 80
--- flow/constraint.sdc ---
current_design HF1

set clk_period 1.7
set clk_io_pct 0.2

create_clock -name clk0 -period $clk_period [get_ports {clk}]

set non_clock_inputs [all_inputs -no_clocks]
set_input_delay [expr $clk_period * $clk_io_pct] -clock clk0 $non_clock_inputs
set_output_delay [expr $clk_period * $clk_io_pct] -clock clk0 [all_outputs]
--- flow/run.sh ---
#!/bin/bash
# OpenROAD 26Q1-2900-gdf79404cd8, Yosys 0.63+post, stock flow scripts
make -C /OpenROAD-flow-scripts/flow DESIGN_CONFIG=/design/flow/config.mk WORK_HOME=/design/flow/orfs finish
--- flow/design.v ---
`timescale 1ns / 1ps
module HF1(
    input rst,
    input clk,
    output [2:0] ind_out,
    output [2:0] man_out,
    output [2:0] std_out
    );
	 IND_FSM ind(.rst(rst), .clk(clk), .ind_out(ind_out));
	 MAN_FSM man(.rst(rst), .clk(clk), .man_out(man_out));
	 STD_FSM std(.rst(rst), .clk(clk), .std_out(std_out));	
endmodule
`timescale 1ns / 1ps
module IND_FSM(
    input clk,
    input rst,
    output [2:0] ind_out
    );
	 reg [2:0] out, cnt;
	 assign ind_out = out;
	 always @ (posedge clk)
	 begin
		if(rst) cnt <= 3'o0;
		else cnt <= cnt + 3'o1;
	 end
	 always @ (*)
	 begin
		case(cnt)
			3'o0: out <= 3'b000;
			3'o1: out <= 3'b010;
			3'o2: out <= 3'b111;
			3'o3: out <= 3'b100;
			3'o4: out <= 3'b101;
			3'o5: out <= 3'b001;
			3'o6: out <= 3'b011;
			3'o7: out <= 3'b110;
		endcase
	 end
endmodule
`timescale 1ns / 1ps
module MAN_FSM(
    input clk,
    input rst,
    output [2:0] man_out
    );
	 reg [2:0] state;
	 reg [2:0] next_state;
	 wire a, b, c;
	 assign {a,b,c} = state;
	 always @ (posedge clk)
	 begin
		 if(rst)	state <= 3'b0;
		 else	
			begin
				next_state[0] =  a & ~b & ~c | ~b &  c | ~a &  b & ~c;
				next_state[1] = ~a;
				next_state[2] =  a & ~b & ~c |  b &  c | ~a &  b & ~c;
				state <= next_state;
			end
	 end
	 assign man_out = state;
endmodule
`timescale 1ns / 1ps
module STD_FSM(
    input clk,
    input rst,
    output [2:0] std_out
    );
	 parameter START 	= 3'b000;
	 parameter A 		= 3'b010;
	 parameter B		= 3'b111;
	 parameter C 		= 3'b100;
	 parameter D		= 3'b101;
	 parameter E 		= 3'b001;
	 parameter F		= 3'b011;
	 parameter G 		= 3'b110;
	 reg [2:0] state;
	 reg [2:0] next_state;
	 assign std_out = state;
	 always @ (posedge clk)
	 begin
			if(rst) state <= START;
			else state <= next_state;
	 end
	 always @ (*)
	 begin
			case(state)
				START:	next_state <= A;
				A:			next_state <= B;
				B:			next_state <= C;
				C:			next_state <= D;
				D:			next_state <= E;
				E:			next_state <= F;
				F:			next_state <= G;
				G:			next_state <= START;
			endcase
	 end
endmodule
==> job_summary.md <==
### Yosys + OpenROAD results

| Metric | Value |
|---|---|
| Status | `completed` |
| Vias | `303` |
| Critical Path End Type | `output port` |
| R2r startpoint | `ind.cnt[0]` |
| Crit path from | `std.state[2]` |
| Mapped Avg Cell Area | `10.45 um2` |
| Post-synth EDFFs | `0` |
| Sequential area share after synthesis | `53.48%` |
| Final Hold Fails | `0` |
| PortBufs | `10` |
| Final Non-Filler Cells | `99` |
| Max Buffers Root-to-Sink | `2` |
| Logic pwr share | `20.9%` |
| RSZ-0062 raised after global routing | `false` |
| Global routing met1 resource utilization | `2.497%` |
| Switch share | `23.00%` |
| Filler cell count | `398` |
| Int Pwr | `491.9 uW` |
| Slew @ Worst Pin | `0.2647 ns` |
| Clock Sinks | `12` |
| Setup Viol. Count Final | `0` |
| Post-synth area hogs | `dfxtp_1, nor2_1, ha_1, buf_4, mux2i_1` |
| Vias per cell | `3.061` |
| CP top delay family | `buffers and inverters` |
| P&R area growth vs syn | `35.65%` |
| CP max stage cell | `clkdlybuf4s50_1` |
| Post-synth top area cell | `dfxtp_1` |
| CTS root buffer | `clkbuf_4` |
| H-Tree Depth | `1` |
| Cell row count | `21` |
| Chip area | `6400 um2` |
| Initial DRC count | `10` |
| Critical path peak fanout | `5` |
| Required @ worst endpoint | `1.36 ns` |
| Yosys Instances | `43` |
| Resize count post-CTS | `0` |
| Placed cell count | `96` |
| Final ANT Viol Nets | `0` |
| CP Buf/Inv Count | `1` |
| Crit-path max cell delay | `0.49 ns` |
| Max frequency | `669.0 MHz` |
| Pwr/cell area | `1048 nW/um2` |
| Hold-critical path depth | `1` |
| Chip area in the Yosys report | `449.2 um2` |
| #FFs+latches synth | `12` |
| Chip Width | `80 um` |
| Ys Warns | `3` |
| Top cells by count | `dfxtp_1, nor2_1, buf_4, nor2b_1` |
| Met3 Usage GRT | `2.159%` |
| Num ports | `11` |
| Share of layout cells above drive strength 1 | `9.434%` |
| Leak pwr | `0.2431 nW` |
| CTS tree | `done` |
| Largest net degree at the start of global routing | `10` |
| GRT Resource Usage Total | `2.467%` |
| Yosys top cell by instances | `dfxtp_1` |
| WS Path Type | `register to output port` |
| Worst-path cell chain | `clkdlybuf4s50_1` |
| Fin crit share | `87.92%` |
| DR WL/cell | `7.798 um` |
| GRT overflow | `0` |
| Chip height | `80 um` |
| Tool warnings | `25` |
| Total power | `638.8 uW` |
| Clock latency at the later pin of the worst-skew pair | `0.26 ns` |
| Worst vdd ir | `0.3661 mV` |
| Hold Buf Count CTS | `0` |
| HP Class | `register to register` |
| Hpwl dp | `617.8 um` |
| Cells after Synth | `43` |
| Grt peak-use layer | `met2` |
| Initial antenna violation count | `0` |
| Crit path DAT | `1.15 ns` |
| Slew Viols, Final | `0` |
| P_sw | `146.9 uW` |
| Clk network pwr share | `25.3%` |
| Total Wirelength | `772 um` |
| MaxCap Viol Count | `0` |
| Post-CTS Setup Inserts | `0` |
| Post-route cell area | `609.3 um2` |
| Drt drc | `0` |
| Startpoint Class | `register` |
| Clock skew | `0.0003318 ns` |
| Syn Std Cell Area | `449.2 um2` |
| Post-DP Area | `586.8 um2` |
| First-pass DRT Iterations | `2` |
| GPL Wtd Cong | `0.6952` |
| Top cell area share | `53.48%` |
| Core ar. | `3416 um2` |
| Final Util | `17.84%` |
| Global-route wire length before repair | `1221 um` |
| Met2 Use GR | `4.013%` |
| Setup TNS | `0 ns` |
| Antenna cell count | `0` |
| Vias in the first global route | `299` |
| Hold Crit Start | `man.state[2]` |
| Fin crit period | `1.495 ns` |
| Unique cell types | `16` |
| Ys async rst share | `0%` |
| Crit path depth | `1` |
| Cts bufs inserted | `3` |
| Clk slew on worst S/H paths | `0.06 ns` |
| Flop pwr share | `53.8%` |
| Reg2Reg Depth | `4` |
| Init Core Util | `13.15%` |
| Worst slew margin | `82.29%` |
| Main flop type | `dfxtp_1` |
[area by class of cell]
type                    instances  area (um2)  share of cell area (%)
flip-flops and latches         12       240.2                   39.43
clock buffers                   3       22.52                   3.696
inverters                       1       3.754                  0.6160
repair buffers                 11       107.6                   17.66
well taps                      46       57.56                   9.446
multi-input cells              26       177.7                   29.16
[kinds of logic (layout without fill, tap and decap cells)]
family / Yosys count / count (layout) / synth area share, %
AOI/OAI and AO/OA: 2 / 2 / 2.785
xor gates and xnor gates: 3 / 3 / 5.851
adders and majority gates: 2 / 2 / 5.570
buffers and inverters: 5 / 15 / 6.962
DFF: 12 / 12 / 53.48
muxes: 4 / 4 / 10.31
and+or+nand+nor: 15 / 15 / 15.04
[power by group through the flow]
stage     sequential [mW]  combinational, mW  clock [mW]
6_report            0.344              0.134       0.162
4_1_cts             0.344              0.137       0.172
5_1_grt             0.350              0.151       0.189
[sequential cells by signal (all words and copies together) (netlist names)]
signal,count
ind_out,3
ind.cnt,3
man.state,3
std.state,3
[cells in the final DEF (no fill, tap or decap), drive strengths merged, types with 2 or more instances in the layout]
| master | netlist | routed |
|---|---|---|
| nor2 | 10 | 10 |
| mux2 | 2 | 2 |
| clkbuf | 0 | 3 |
| xor2 | 2 | 2 |
| ha | 2 | 2 |
| nor2b | 3 | 3 |
| clkdlybuf4s50 | 0 | 10 |
| mux2i | 2 | 2 |
| dfxtp | 12 | 12 |
[per-layer routing]
metal / up-vias / share of wire (%) / wire length, um
li1: 156 / - / -
met1: 135 / 42 / 321
met2: 12 / 43 / 331
met3: 0 / 15 / 119
met4: 0 / 0 / 0
met5: - / 0 / 0
[worst paths after layout]
kind,to,slack (ns)
worst max-delay path,std_out[2],0.21
worst min-delay path,man.state[1],0.45
worst max register to register,ind_out[2],0.36
worst min register to register,man.state[1],0.45
[metrics by stage]
| stage | hold WS, ns | worst slack [ns] |
|---|---|---|
| floorplan | 0.4065 | 0.4464 |
| global placement | 0.4156 | 0.3678 |
| detailed placement | 0.4358 | 0.3768 |
| CTS | 0.4518 | 0.1790 |
| global route | 0.4862 | 0.1355 |
| finish | 0.4457 | 0.2053 |
Power figures rest on the tool's default switching activity, not on a simulated workload.
